--- run.sh ---
#!/bin/bash
# OpenROAD 26Q1-2900-gdf79404cd8, Yosys 0.63+post, stock flow scripts
make -C /OpenROAD-flow-scripts/flow DESIGN_CONFIG=/design/flow/config.mk WORK_HOME=/design/flow/orfs finish
--- config.mk ---
export PLATFORM = sky130hd
export DESIGN_NAME = alu
export DESIGN_NICKNAME = alu
export VERILOG_FILES = /design/flow/design.v
export SDC_FILE = /design/flow/constraint.sdc
export NUM_CORES = 4
export LEC_CHECK = 1
export CORE_UTILIZATION = 30
--- constraint.sdc ---
current_design alu

set clk_period 26.6
set clk_io_pct 0.2

create_clock -name clk0 -period $clk_period

set non_clock_inputs [all_inputs -no_clocks]
set_input_delay [expr $clk_period * $clk_io_pct] -clock clk0 $non_clock_inputs
set_output_delay [expr $clk_period * $clk_io_pct] -clock clk0 [all_outputs]
--- design.v ---
`timescale 1ns / 1ps
module alu #(parameter WIDTH = 32)
(
	input  [WIDTH-1:0] a, b,	
	input  [2:0] f,		
	output reg [WIDTH-1:0] y, 	
	output  z,
	output  l
);
assign z=y==0 ? 1'b1 : 1'b0;
assign l=y[31]==1 ? 1'b1 : 1'b0;
always @(*)
	begin
	case(f)
		3'b000: y=a+b;
		3'b001: y=a-b;
		3'b010: y=a&b;
		3'b011: y=a|b;
		3'b100: y=a^b;
		default: y=0;
	endcase
	end
endmodule
==> out/results.txt <==
Yosys aoi share -> 31.2%
Number of antenna violations at the first check in global routing -> 0
Wire per inst -> 16.1 µm
# resized after CTS -> 0
Final Instance Area -> 5500 µm²
I/O pin total -> 101
First-pass GRT wire length -> 23,200 µm
Biggest combinational cell group after synthesis -> AND-OR/OR-AND gates
Adder and majority cell fraction of the synthesized area -> 28.0%
Number of standard cells after synthesis -> 639
GP Congestion -> 0.948
Type of the worst min-delay path -> in -> out
Max VDD drop -> 0.00977 mV
Number of endpoints failing setup at the final stage -> 0
Yosys Warn Count -> 1
Avg Cell Area, Syn -> 6.82 µm²
GRT Resource Usage Total -> 19.5%
Number of buffers inserted by hold repair at cts -> 0
Commonest Layout Cell -> sky130_fd_sc_hd__clkdlybuf4s50_1
Proportion of layout cells with a drive suffix above 1 -> 2.80%
Total Power -> 125 µW
Power per unit of standard cell area -> 22.7 nW/µm²
Crit path max-delay cell type -> sky130_fd_sc_hd__nor4_1
Vias after detailed routing -> 4,858
Fmax -> 59.8 MHz
Clock buffers -> 0
Max-capacitance violation count -> 0
Setup TNS -> 0 ps
Syn-to-layout area delta -> 26.3%
Synthesized-area fraction occupied by and/or/nand/nor cells -> 21.3%
Residual overflow from global routing -> 0
Quantity of I/O buffers inserted on ports -> 101
Worst Max-Slew Pin Slew -> 796 ps
Synthesized area -> 4360 µm²
Hold Vio Cnt, Final -> 0
Tool Warnings -> 65
Critical Path AT -> 11,400 ps
Leakage -> 0.00238 µW
Yosys xor share -> 9.85%
Area of the core -> 14,000 µm²
Post-synth mux share -> 0.689%
Most common logic cells in the final layout -> sky130_fd_sc_hd__clkdlybuf4s50_1, sky130_fd_sc_hd__ha_1, sky130_fd_sc_hd__inv_1
Final worst path period need -> 16,720 ps
HPWL after detailed placement -> 11,700 µm
YS chip area -> 4360 µm²
Sequential fraction of the synthesis area -> 0%
Via count of the first global-routing pass -> 4,513
Maximum number of pins on one net before global-route repair -> 51
Setup Buffers After CTS -> 0
Max Transition Viols Final -> 0
TritonRoute pass-1 iters -> 6
Slew margin rel. -> 46.8%
Critical setup path kind -> in -> out
Distinct cell type count after synthesis -> 64
Category of the worst setup path launch point -> input pin
Number of filler cells placed in the layout -> 1,423
Status -> complete, no violations
Period utilisation layout -> 62.9%
Sequential cell count -> 0
Detail Route Antenna Nets -> 0
Avg Vias per Cell -> 5.43
Placed cell areas -> 5500 µm²
Post-route DRC violation count -> 0
Starting density of the core -> 31.0%
Overall chip area -> 15,000 µm²
Count of instantiated cells in the yosys netlist -> 639
Worst endpoint required time -> 21,280 ps
Initial detailed-routing violation count -> 376
Row cnt -> 43
Cells along the critical path -> clkdlybuf4s50_1 -> nor4_1 -> and2_1 -> nand3_1 -> or4_1 -> or3_1 -> o41ai_1 -> xnor2_1 -> ha_1 -> a21oi_1 -> nor2b_1 -> o21a_1 -> o41ai_1 -> o21ai_0 -> xnor2_1 -> o21ai_0 -> nor4_1 -> nand4_1 -> nor4_2 -> clkdlybuf4s50_1
Antenna cells -> 0
Capturing element type of the critical path -> output pin
Vert. Die Dim -> 122 µm
Unrepaired setup endpoints after global routing -> no
Routed wire length -> 14,400 µm
Width of the chip -> 122 µm
Worst-path fanout max -> 6
Area of all sequential standard cells -> 0 µm²
Crit path largest cell delay -> 540 ps
Final design utilization -> 39.2%
-- cell families after synthesis --
family,count (synthesis)
compound gates,207
buf+inv,101
simple gates,182
xor+xnor,49
mux,3
fa+ha+maj,97
-- area by class of cell --
cell class | instances | area (µm²) | share of cell area [%]
multi-input cells | 538 | 3970 | 72.1
repair buffers | 106 | 1050 | 19.1
inverters | 70 | 263 | 4.77
well taps | 180 | 225 | 4.09
-- per-layer routing --
layer  track usage, %  part of all wire [%]  wire [µm]
met5                0                     0          0
met4           0.0762                     0          0
met3            0.664                   4.8        692
met2             33.2                    46       6670
met1             28.9                    49       7030
-- metrics by stage --
stage | hold WS [ps] | instances | setup WS [ps]
6_report | 11880 | 894 | 9880
5_1_grt | 11950 | 894 | 9440
4_1_cts | 11890 | 894 | 9920
3_5_place_dp | 11880 | 894 | 9940
3_3_place_gp | 11880 | 894 | 10030
2_1_floorplan | 10840 | 639 | 11790
-- power breakdown --
group	switching, µW	total, µW	internal, µW	leakage [µW]
logic	66.6	125	58.6	0.00238
registers	0	0	0	0
clock network	0	0	0	0
-- worst max-delay path, delay by kind of cell --
kind,cells,cell delay (ps)
xor+xnor,2,350
compound gates,6,1630
simple gates,9,2820
fa+ha+maj,1,310
buf+inv,2,990
-- final timing paths --
check	endpoint	start	slack, ps	cells after the start
setup / recovery	z	b[4]	9880	20
hold / removal	y[2]	f[1]	11880	3
-- Yosys cell counts, types with 5 or more instances --
cell type / n / area, µm²
sky130_fd_sc_hd__xnor2_1: 40 / 350
sky130_fd_sc_hd__nand3_1: 8 / 40.0
sky130_fd_sc_hd__nor2b_1: 9 / 56.3
sky130_fd_sc_hd__a22oi_1: 6 / 45.0
sky130_fd_sc_hd__o31ai_1: 7 / 52.6
sky130_fd_sc_hd__a21o_1: 11 / 82.6
sky130_fd_sc_hd__inv_1: 70 / 263
sky130_fd_sc_hd__nor2_1: 47 / 176
sky130_fd_sc_hd__nor4_1: 8 / 50.1
sky130_fd_sc_hd__nor3_1: 14 / 70.1
sky130_fd_sc_hd__clkbuf_1: 23 / 86.3
sky130_fd_sc_hd__a31oi_1: 13 / 81.3
sky130_fd_sc_hd__nand4_1: 13 / 81.3
sky130_fd_sc_hd__xor2_1: 9 / 78.8
sky130_fd_sc_hd__ha_1: 96 / 1200
sky130_fd_sc_hd__a211oi_1: 19 / 143
sky130_fd_sc_hd__buf_2: 5 / 25.0
sky130_fd_sc_hd__o21a_1: 5 / 37.5
sky130_fd_sc_hd__nand2_1: 50 / 188
sky130_fd_sc_hd__a21oi_1: 51 / 255
sky130_fd_sc_hd__o221ai_1: 6 / 52.6
sky130_fd_sc_hd__o21ai_0: 48 / 240
Power figures rest on the tool's default switching activity, not on a simulated workload.
